`flow/config.mk`:
```
export PLATFORM = sky130hd
export DESIGN_NAME = top
export DESIGN_NICKNAME = top
export VERILOG_FILES = /design/flow/design.v
export SDC_FILE = /design/flow/constraint.sdc
export NUM_CORES = 4
export LEC_CHECK = 1
export CORE_UTILIZATION = 40
```
`flow/constraint.sdc`:
```
current_design top

set clk_period 6.2
set clk_io_pct 0.2

create_clock -name clk0 -period $clk_period [get_ports {CLK}]

set non_clock_inputs [all_inputs -no_clocks]
set_input_delay [expr $clk_period * $clk_io_pct] -clock clk0 $non_clock_inputs
set_output_delay [expr $clk_period * $clk_io_pct] -clock clk0 [all_outputs]
```
`flow/design.v`:
```
module counter
(
    input             clock,
    input             reset_n,
    input      [ 7:0] incr,
    input             sign,
    output reg [47:0] count
);
    always @(posedge clock or negedge reset_n)
    begin
        if (! reset_n)
            count <= 48'b0;
        else if (sign)
            count <= count - incr;
        else
            count <= count + incr;
    end
endmodule
module seven_segment_display_driver
(
    input      [3:0] number,
    output reg [6:0] abcdefg
);
    always @*
        case (number)
        4'h0: abcdefg = 7'b1111110;
        4'h1: abcdefg = 7'b0110000;
        4'h2: abcdefg = 7'b1101101;
        4'h3: abcdefg = 7'b1111001;
        4'h4: abcdefg = 7'b0110011;
        4'h5: abcdefg = 7'b1011011;
        4'h6: abcdefg = 7'b1011111;
        4'h7: abcdefg = 7'b1110000;
        4'h8: abcdefg = 7'b1111111;
        4'h9: abcdefg = 7'b1111011;
        4'ha: abcdefg = 7'b1110111;
        4'hb: abcdefg = 7'b0011111;
        4'hc: abcdefg = 7'b1001110;
        4'hd: abcdefg = 7'b0111101;
        4'he: abcdefg = 7'b1001111;
        4'hf: abcdefg = 7'b1000111;
        endcase
endmodule
module top
(
    input         CLK,          
    output        RGB0_Red,     
    output        RGB0_Green,   
    output        RGB0_Blue,    
    input  [ 1:0] BTN,          
    inout  [48:1] pio           
);
    wire reset_n = ! BTN [0];
    wire [47:0] count1, count2;
    counter counter1
    (
        .clock   ( CLK     ),
        .reset_n ( reset_n ),
        .incr    ( 8'b1    ),
        .sign    ( 1'b0    ),
        .count   ( count1  )
    );
    counter counter2
    (
        .clock   ( CLK            ),
        .reset_n ( reset_n        ),
        .incr    ( count1 [31:24] ),
        .sign    ( 1'b1           ),
        .count   ( count2         )
    );
    assign pio [1] = count2 [25];
    assign RGB0_Red   = count2 [23];
    assign RGB0_Green = count2 [24];
    assign RGB0_Blue  = count2 [25];
    seven_segment_display_driver driver1
    (
        .number  ( count2 [25:22] ),
        .abcdefg ( pio    [ 8: 2] )
    );
    wire [6:0] abcdefg2;
    assign { pio [48:47], pio [14:10] } = abcdefg2;
    seven_segment_display_driver driver2
    (
        .number  ( count2 [29:26] ),
        .abcdefg ( abcdefg2       )
    );
    wire [6:0] abcdefg3;
    assign { pio [46], pio [22:18], pio [45] } = abcdefg3;
    seven_segment_display_driver driver3
    (
        .number  ( count2 [33:30] ),
        .abcdefg ( abcdefg3       )
    );
    seven_segment_display_driver driver4
    (
        .number  ( count2 [37:34] ),
        .abcdefg ( pio    [32:26] )
    );
endmodule
```
`flow/run.sh`:
```
#!/bin/bash
# OpenROAD 26Q1-2900-gdf79404cd8, Yosys 0.63+post, stock flow scripts
make -C /OpenROAD-flow-scripts/flow DESIGN_CONFIG=/design/flow/config.mk WORK_HOME=/design/flow/orfs finish
```
==> impl_metrics.toml <==
# flow metrics
[run_status]
status = "stopped before the end"
lastStage = "4_1_cts"
error = "[error] [KeplerFormal.cpp:679] Workflow failed: Iso has multiple drivers: .pio1, pio[1]$_DFF_PP0_.Q0"

[placement]
dpl.hpwl_microns = 5770
port_buffers = 4
gp_congestion = 0.817

[yosys]
synth_flops = 70
ys_cells = 478
synth_cell_types = 48
yosys-top-cells-area = "dfrtp_1 40%, xnor2_1 10%, ha_1 9.9%, nor2_1 3.8%, nand2_1 3.6%"
synth.cell_area_sq_mm = 0.00442
ys.flop_type = "dfrtp_1"
yosysWarnings = 2
edf_count = 0
ys_seq_share_pct = 39.6
avgSynthCellArea_sq_um = 9.25
yosys.area.top_type = "dfrtp_1"
synthArstFlopShare_pct = 100
top_cell_area_share_pct = 39.6
synth_cells = 478
synth-area-yosys_sq_mm = 0.00442

[clock_tree]
post_cts_buffers = 0
clock_path_buffers = 2
tritoncts.num_buffers = 9
cts.sinks = 70
cts-hold-fix-buffers = 0
clockRootBuffer = "clkbuf_8"
cts_resized = 0
htree_levels = 3

[timing]
untimed_endpoints = 19

[floorplan]
fp.dieW_microns = 107
ioPinCount = 54
initial_core_util_pct = 41.0
die_y_microns = 107
fp-row-count = 38
## metrics by stage
stage	setup slack (ns)	std cells	instance area [sq um]	hold WS, ns
after floorplan	2.90	478	4420	0.438
after detailed placement	3.15	608	4590	0.459
after global placement	3.28	608	4590	0.454
## cells in the mapped netlist, drive strengths merged, types with 3 or more instances
library cell	instances
a211oi	6
a21oi	30
a31oi	12
and3	3
buf	3
clkbuf	14
dfrtp	70
ha	35
inv	34
nand2	42
nand2b	8
nand3	15
nand4	14
nand4b	4
nor2	45
nor3	10
nor3b	4
nor4	9
o211ai	4
o21a	3
o21ai	21
xnor2	51
xor2	15
## cell families after synthesis
group / share of synthesized area, %
xor gates and xnor gates: 13.1
muxes: 0.962
adders and majority gates: 10.4
DFF: 39.6
and+or+nand+nor: 19.9
buffers and inverters: 4.42
AOI/OAI and AO/OA: 11.6
