### ./design.v
module xlr8
(
    input          CLOCK,     
    input          RESET_N,
    inout          SCL,
    inout          SDA,
    inout          D13, D12, D11, D10, D9, D8,        
    inout          D7, D6, D5, D4, D3, D2, TX, RX,    
    inout          A5, A4, A3, A2, A1, A0,   
    output         PIN13_LED,
    inout   [5:0]  DIG_IO_OE,
    output         ANA_UP,       
    output         I2C_ENABLE,   
    inout          JT9,   
    inout          JT7,   
    inout          JT6,   
    inout          JT5,   
    inout          JT3,   
    inout          JT1,   
    inout          SOIC7,   
    inout          SOIC6,   
    inout          SOIC5,   
    inout          SOIC3,   
    inout          SOIC2,   
    inout          SOIC1    
);
    reg [31:0] n;
    always @(posedge CLOCK or negedge RESET_N)
    begin
        if (! RESET_N)
            n <= 32'b0;
        else
            n <= n + 32'b1;
    end
    assign PIN13_LED = n [20];
endmodule
### ./run.sh
#!/bin/bash
# OpenROAD 26Q1-2900-gdf79404cd8, Yosys 0.63+post, stock flow scripts
make -C /OpenROAD-flow-scripts/flow DESIGN_CONFIG=/design/flow/config.mk WORK_HOME=/design/flow/orfs finish
### ./config.mk
export PLATFORM = sky130hd
export DESIGN_NAME = xlr8
export DESIGN_NICKNAME = xlr8
export VERILOG_FILES = /design/flow/design.v
export SDC_FILE = /design/flow/constraint.sdc
export NUM_CORES = 4
export LEC_CHECK = 1
export CORE_AREA = 10 10 88 88
export DIE_AREA = 0 0 98 98
### ./constraint.sdc
current_design xlr8

set clk_period 2.8
set clk_io_pct 0.2

create_clock -name clk0 -period $clk_period [get_ports {CLOCK}]

set non_clock_inputs [all_inputs -no_clocks]
set_input_delay [expr $clk_period * $clk_io_pct] -clock clk0 $non_clock_inputs
set_output_delay [expr $clk_period * $clk_io_pct] -clock clk0 [all_outputs]
==> summary.txt <==
fresh numbers from the pnr run: outcome finished clean, Reg with most FFs n, Via density 3.31, biggest regs n x21, Final WS setup 1.15 ns, Routed WL per cell 8.13 microns, endpoint kind of the worst setup timing path primary output, Yosys warnings 3, Chip Height 98 microns, Worst setup SP type register, crit share post-route 0.589, pre-CTS WS 1.19 ns, Critical Path Max Stage Delay 0.47 ns, critical path's top delay family buffers and inverters, OpenROAD warnings 65, max cap viols 0, total grt overflow 0, drt pass-1 iters 4, Worst-path clk slew 0.08 ns, area leader, netlist dfrtp_1, Tmin final 1.65 ns, Post-synth EDFFs 0, Core Util at FP 0.153, vias 509, drt initial violations 33, most common cell in the netlist dfrtp_1, # diodes 0, worst path required time 2.24 ns, Core Box Area 0.00592 sq mm, Synth flops 21, DRT Wirelength 1.25 mm, most frequent cells after synthesis dfrtp_1, xnor2_1, nand3_1, number of global-route vias before repair 546, CTS tree done, row count 28, Global Route Usage Sum 0.0280, RSZ-0062 raised after global routing no, Setup TNS 0 ns, CP Max Fanout 2, # fillers 633, Clock Sinks 21, Crit-path slowest cell clkdlybuf4s50_1, leading register cell type out of synthesis dfrtp_1, Max-area cell share 0.580, CP Class register to primary output, Latency at later pin 0.26 ns, Unique cell types 16, Cells after Synth 73, # resized after CTS 0, IO buf count 2, Post-synth seq share 0.580, ANT nets after route 0, biggest area cells dfrtp_1, xnor2_1, xor2_1, Power Density 477 mW/mm^2, routability cong. 0.744, max reg flops 21, num ports 45, Post-Syn Area 906 sq um, die width 98 microns, first-pass GRT wire length 2.37 mm, # hold bufs at CTS 0, syn_area_per_cell 12.4 sq um, share of layout cells above drive strength 1 0.101, Hold Fails Final Rpt 0, fmax 606 MHz, Layout area overhead 17.3%, max-slew violation count 0, CP Cell Sequence clkdlybuf4s50_1, worst path arrival time 1.09 ns, Worst Skew 0.00678 ns, Remaining DRCs 0, cells in synth_stat.txt 73, initial antenna violation count 0, endpoints left unconstrained 40, WP buf/inv 1, # setup viols final 0, chip area in the Yosys report 906 sq um, H-tree depth 1, Max clock buf depth 2, VDD IR-drop max 133 uV, post-DP HPWL 899 microns, async set-reset flop share out of synthesis 1.00, CTS Buf Count 3, leakage 0.475 nW, Worst Hold Class register to register, root buffer cell clkbuf_8, Die Size 0.00960 sq mm, pin count of the biggest net entering global routing 22, post-CTS setup buffers 0
cells by family after synthesis:
kind of cell,synth area share
buffers and inverters,0.0249
adders and majority gates,0.0138
DFF,0.580
and+or+nand+nor,0.193
xor gates and xnor gates,0.184
other,0.00414
per-layer routing:
metal | vias up | GRT usage | wire [microns]
met4 | 0 | 0.00447 | 0
met1 | 246 | 0.0406 | 672
met3 | 0 | 0.00853 | 58
li1 | 255 | - | -
met5 | - | 0 | 0
met2 | 8 | 0.0406 | 522
metrics by stage:
step	total power [W]	util	hold WS (ns)	std cells	area [sq um]
2_1_floorplan	0.000311	-	0.264	74	910
3_3_place_gp	0.000318	0.172	0.457	150	1020
3_5_place_dp	0.000318	0.172	0.456	150	1020
4_1_cts	0.000516	0.179	0.472	154	1060
5_1_grt	0.000534	0.179	0.487	154	1060
6_report	0.000507	0.179	0.465	154	1060
cells in the final DEF (no fill, tap or decap), types with 2 or more instances in the layout:
cell type,n
xnor2_1,14
nor2_1,3
dfrtp_1,21
xor2_1,5
nand3_1,7
and4_1,3
nand4_1,4
clkdlybuf4s50_1,2
conb_1,2
inv_1,2
nand2_1,6
clkbuf_8,3
final cells by class:
class	instances	area, sq um	share of cell area
flip-flops and latches	21	526	0.495
inverters	2	7.51	0.00707
clock inverters	1	5.00	0.00471
well taps	75	93.8	0.0883
repair buffers	3	27.5	0.0259
clock buffers	3	41.3	0.0389
multi-input cells	49	362	0.340
final timing paths:
| check | from | end | slack [ns] | cells after the start |
|---|---|---|---|---|
| min in group asynchronous | RESET_N | n[12]$_DFF_PN0_ | 0.64 | 2 |
| max reg2reg | n[0]$_DFF_PN0_ | n[18]$_DFF_PN0_ | 1.24 | 5 |
| min reg2reg | n[15]$_DFF_PN0_ | n[15]$_DFF_PN0_ | 0.47 | 1 |
| min | n[15]$_DFF_PN0_ | n[15]$_DFF_PN0_ | 0.47 | 1 |
| max | n[20]$_DFF_PN0_ | PIN13_LED | 1.15 | 1 |
| max in group asynchronous | RESET_N | n[7]$_DFF_PN0_ | 1.94 | 2 |
report_power, final:
group / total (W) / internal [W] / switching [W]
clock: 0.000195 / 0.0000989 / 0.0000966
sequential: 0.000303 / 0.000303 / 0
combinational: 0.00000809 / 0.00000214 / 0.00000595
No activity file was given, so power comes from the tool's default toggle rates.
