## flow/design.v

```verilog
module DE0_CV_Default(
      input              CLOCK2_50,
      input              CLOCK3_50,
      inout              CLOCK4_50,
      input              CLOCK_50,
      output      [12:0] DRAM_ADDR,
      output      [1:0]  DRAM_BA,
      output             DRAM_CAS_N,
      output             DRAM_CKE,
      output             DRAM_CLK,
      output             DRAM_CS_N,
      inout       [15:0] DRAM_DQ,
      output             DRAM_LDQM,
      output             DRAM_RAS_N,
      output             DRAM_UDQM,
      output             DRAM_WE_N,
      inout       [35:0] GPIO_0,
      inout       [35:0] GPIO_1,
      output      [6:0]  HEX0,
      output      [6:0]  HEX1,
      output      [6:0]  HEX2,
      output      [6:0]  HEX3,
      output      [6:0]  HEX4,
      output      [6:0]  HEX5,
      input       [3:0]  KEY,
      output      [9:0]  LEDR,
      inout              PS2_CLK,
      inout              PS2_CLK2,
      inout              PS2_DAT,
      inout              PS2_DAT2,
      input              RESET_N,
      output             SD_CLK,
      inout              SD_CMD,
      inout       [3:0]  SD_DATA,
      input       [9:0]  SW,
      output      [3:0]  VGA_B,
      output      [3:0]  VGA_G,
      output             VGA_HS,
      output      [3:0]  VGA_R,
      output             VGA_VS
);
de0_cv_user de0_cv_user
(
    .CLOCK_50 ( CLOCK_50 ),
    .RESET_N  ( RESET_N  ),
    .KEY      ( KEY      ), 
    .SW       ( SW       ), 
    .LEDR     ( LEDR     ), 
    .HEX0     ( HEX0     ), 
    .HEX1     ( HEX1     ), 
    .HEX2     ( HEX2     ), 
    .HEX3     ( HEX3     ), 
    .HEX4     ( HEX4     ), 
    .HEX5     ( HEX5     )
);
endmodule
module clock_divider_50_MHz_to_1_49_Hz
(
    input  clock_50_MHz,
    input  reset_n,
    output clock_1_49_Hz
);
    reg [24:0] counter;
    always @ (posedge clock_50_MHz)
    begin
        if (! reset_n)
            counter <= 0;
        else
            counter <= counter + 1;
    end
    assign clock_1_49_Hz = counter [24];
endmodule
module shift_register_with_enable
(
    input            clock,
    input            reset_n,
    input            in,
    input            enable,
    output           out,
    output reg [9:0] data
);
    always @ (posedge clock or negedge reset_n)
    begin
        if (! reset_n)
            data <= 10'b10_0000_0000;
        else if (enable)
            data <= { in, data [9:1] };
    end
    assign out = data [0];
endmodule
module single_digit_display
(
    input      [3:0] digit,
    output reg [6:0] seven_segments
);
    always @*
        case (digit)
        'h0: seven_segments = 'b1000000;   
        'h1: seven_segments = 'b1111001;
        'h2: seven_segments = 'b0100100;   
        'h3: seven_segments = 'b0110000;   
        'h4: seven_segments = 'b0011001;   
        'h5: seven_segments = 'b0010010;   
        'h6: seven_segments = 'b0000010;   
        'h7: seven_segments = 'b1111000;   
        'h8: seven_segments = 'b0000000;   
        'h9: seven_segments = 'b0011000;   
        'ha: seven_segments = 'b0001000;   
        'hb: seven_segments = 'b0000011;
        'hc: seven_segments = 'b1000110;
        'hd: seven_segments = 'b0100001;
        'he: seven_segments = 'b0000110;
        'hf: seven_segments = 'b0001110;
        endcase
endmodule
module pattern_fsm_moore
(
    input  clock,
    input  reset_n,
    input  a,
    output y
);
    parameter [1:0] S0 = 0, S1 = 1, S2 = 2;
    reg [1:0] state, next_state;
    always @ (posedge clock or negedge reset_n)
        if (! reset_n)
            state <= S0;
        else
            state <= next_state;
    always @*
        case (state)
        S0:
            if (a)
                next_state = S0;
            else
                next_state = S1;
        S1:
            if (a)
                next_state = S2;
            else
                next_state = S1;
        S2:
            if (a)
                next_state = S0;
            else
                next_state = S1;
        default:
            next_state = S0;
        endcase
    assign y = (state == S2);
endmodule
module de0_cv_user
(
    input        CLOCK_50,
    input        RESET_N,
    input  [3:0] KEY,
    input  [9:0] SW,
    output [9:0] LEDR,
    output [6:0] HEX0,
    output [6:0] HEX1,
    output [6:0] HEX2,
    output [6:0] HEX3,
    output [6:0] HEX4,
    output [6:0] HEX5
);
    wire clock, shift_out, fsm_out;
    clock_divider_50_MHz_to_1_49_Hz clock_divider_50_MHz_to_1_49_Hz
    (
        .clock_50_MHz  ( CLOCK_50 ),
        .reset_n       ( RESET_N  ),
        .clock_1_49_Hz ( clock    )
    );
    shift_register_with_enable shift_register_with_enable
    (
        .clock   (   clock     ),
        .reset_n (   RESET_N   ),
        .in      ( ~ KEY [1]   ),
        .enable  (   KEY [0]   ),
        .out     (   shift_out ),
        .data    (   LEDR      )
    );           
    single_digit_display digit_0
    (
        .digit          ( LEDR [3:0] ),
        .seven_segments ( HEX0 )
    );
    single_digit_display digit_1
    (
        .digit          ( LEDR [7:4] ),
        .seven_segments ( HEX1 )
    );
    single_digit_display digit_2
    (
        .digit          ( { 2'b0 , LEDR [9:8] } ),
        .seven_segments ( HEX2 )
    );
    pattern_fsm_moore pattern_fsm_moore
    (
        .clock   ( clock     ),
        .reset_n ( RESET_N   ),
        .a       ( shift_out ),
        .y       ( fsm_out   )
    );
    assign HEX3 = 7'h7f;
    assign HEX4 = 7'h7f;
    assign HEX5 = fsm_out ? 7'h40 : 7'h7f;
endmodule
```

## flow/run.sh

```bash
#!/bin/bash
# OpenROAD 26Q1-2900-gdf79404cd8, Yosys 0.63+post, stock flow scripts
make -C /OpenROAD-flow-scripts/flow DESIGN_CONFIG=/design/flow/config.mk WORK_HOME=/design/flow/orfs finish
```

## flow/config.mk

```make
export PLATFORM = sky130hd
export DESIGN_NAME = DE0_CV_Default
export DESIGN_NICKNAME = DE0_CV_Default
export VERILOG_FILES = /design/flow/design.v
export SDC_FILE = /design/flow/constraint.sdc
export NUM_CORES = 4
export LEC_CHECK = 1
export CORE_AREA = 10 10 109 109
export DIE_AREA = 0 0 119 119
```

## flow/constraint.sdc

```tcl
current_design DE0_CV_Default

set clk_period 3.2
set clk_io_pct 0.2

create_clock -name clk0 -period $clk_period [get_ports {CLOCK_50}]

set non_clock_inputs [all_inputs -no_clocks]
set_input_delay [expr $clk_period * $clk_io_pct] -clock clk0 $non_clock_inputs
set_output_delay [expr $clk_period * $clk_io_pct] -clock clk0 [all_outputs]
```

==> results.py <==
# Metrics from the implementation run
metrics = {
    "synthesis": {
        "synth-area-yosys_um2": 2500,
        "synth.cell_area_um2": 2500,
        "netlist-cell-type-count": 41,
        "register_bit_count_reported_by_yosys": 37,
        "yosysTopAreaCellShare_pct": 20.0,
        "number_of_flops_mapped_to_enable_cells_by_yosys": 0,
        "top_cells_by_count": "buf_4 (62), nor2_1 (27), dfxtp_1 (25)",
        "ys_seq_share_pct": 32.0,
        "async_flop_share_pct": 32.4,
        "synth_area_per_cell_um2": 8.43,
        "synthFlopType": "dfxtp_1",
        "synthesis.instances": 297,
        "yosys_cells": 297,
        "synth.area.top_cells": "dfxtp_1 (20%), buf_4 (19%), dfrtp_1 (11%), ha_1 (5.5%), nor2_1 (4.0%)",
        "synth_top_cell_by_area": "dfxtp_1",
        "synth.most_common_cell": "buf_4",
        "count_of_warnings_emitted_by_yosys": 42,
    },
    "cts": {
        "cts_tree": "built",
        "numCtsBuffers": 3,
        "clk_pin_slew_worst_paths_ns": 0.08,
        "clock_insertion_delay_worst_skew_ns": 0.26,
        "postCtsSetupBuffers": 0,
        "ctsResizeCount": 0,
        "htree_levels": 1,
        "holdBufCountCts": 0,
        "cts-root-to-sink-buffers": 2,
        "clock_tree.root_cell": "clkbuf_8",
    },
    "worst_setup_path": {
        "worstPathRequired_ns": 3.40,
        "critical_path_class": "reg -> reg",
        "timing.critical_path.to_type": "register",
        "crit_path_max_fanout": 8,
        "critPathArrivalTime_ns": 2.13,
        "worstSetupStartpointType": "register",
    },
    "placed_design": {
        "routabilityCongestion": 0.836,
        "detailedPlacementHpwl_um": 3850,
        "placed_cells_incl_taps": 448,
        "io_buffer_count": 39,
    },
    "power_and_ir_drop": {
        "power_switching_mw": 0.115,
        "clockPowerShare_pct": 34.5,
        "seq_power_share_pct": 60.2,
        "power.internal_mw": 0.413,
        "power_density_nw_per_um2": 189,
        "power_frac_comb_pct": 5.3,
        "power.static_leakage_nw": 1.12,
        "peakVddDrop_v": 0.000151,
        "power.share.switching_pct": 21.7,
        "design_power_total_mw": 0.527,
    },
    "grt": {
        "grt.total_usage_pct": 6.50,
        "number_of_global_route_vias_before_repair": 1819,
        "grt_antenna_before_repair": 0,
        "largest_net_degree_at_the_start_of_global_routing": 21,
        "grt_pass1_wl_um": 8240,
        "globalRoute.totalOverflow": 0,
    },
    "detailed_routing": {
        "detailed_route_vias_per_instance": 4.12,
        "route.final.wire_length_um": 4920,
        "ant_nets": 0,
        "drc": 0,
        "number_of_search_and_repair_iterations_in_the_first_detailed_routing_pass": 4,
        "first_iter_violations": 83,
        "wire_per_inst_um": 10.9,
        "antenna-diode-count": 0,
        "via_count": 1864,
    },
    "sta": {
        "timing.final.setup_violations": 0,
        "fmax_mhz": 518,
        "timing.final.max_slew_violations": 0,
        "hold_violations": 0,
        "period_needed_ns": 1.93,
        "clock_skew_ns": 0.00466,
        "fin_tns_setup_ns": 0,
        "worst_pin_slew_ns": 0.631,
        "unclocked_regs": 12,
        "normalized_max_slew_margin_pct": 57.9,
        "rsz0062_at_grt": "false",
        "unconstrained_endpoints": 146,
        "final.period_utilization_pct": 60.4,
    },
    "floorplanning": {
        "die_height_um": 119,
        "die.size.x_um": 119,
        "pin_count": 206,
        "rows": 36,
        "chip_area_um2": 14200,
        "core-area_um2": 9640,
        "floorplanUtilization_pct": 26.0,
    },
    "finish": {
        "post_layout_nonfiller_instances": 452,
        "drive_above_1_share_pct": 5.96,
        "areaGrowthSynthToFinish_pct": 11.4,
    },
    "flow_run": {
        "stage_log_warnings": 145,
        "max_cap_violations": 0,
    },
    "run_status": {
        "run_status": "finished, final reports clean",
    },
    "worst_hold_path": {
        "hold_class": "reg -> reg",
    },
}
[state kept, by name (all words and copies together), names as in the netlist]
signal                                               cells
de0_cv_user.clock_divider_50_MHz_to_1_49_Hz.counter     25
de0_cv_user.shift_register_with_enable.data             10
de0_cv_user.pattern_fsm_moore.state                      2
[layer usage]
layer / vias to the layer above / track usage [%] / wire length, µm
li1: 941 / - / -
met4: 0 / 0.611 / 47
met2: 71 / 10.5 / 2270
met3: 2 / 1.87 / 316
met1: 850 / 8.76 / 2300
met5: - / 0 / 0
[layout by cell type, fill, tap and decap left out, drive strengths merged, types with 9 or more instances in the layout]
| cell | count |
|---|---|
| dfrtp | 11 |
| ha | 11 |
| nand3 | 12 |
| dfxtp | 25 |
| xor2 | 9 |
| nand2 | 18 |
| nor2 | 27 |
| inv | 11 |
| o21ai | 19 |
| clkdlybuf4s50 | 39 |
| a21oi | 10 |
| conb | 54 |
[layout make-up]
type,count,area (µm²)
clock buffer,4,45.0
fill,1046,6850
inverter,11,41.3
multi-input combinational,227,1340
sequential,37,802
tap,133,166
timing repair buffer,40,398
[logic make-up (layout without fill, tap and decap cells)]
group	after synthesis	in the layout	share of synthesized area, %
xor+xnor	12	12	4.20
other cells	2	54	0.300
simple gates	94	94	19.8
mux	13	13	5.44
buf+inv	85	55	22.3
flops	37	37	32.0
compound gates	43	43	10.4
fa+ha+maj	11	11	5.49
[metrics by stage]
stage	area, µm²	hold slack (ns)	util (%)	worst slack, ns
floorplan	2700	0.426	-	1.35
global placement	2750	0.439	28.5	1.20
detailed placement	2750	0.444	28.5	1.15
CTS	2790	0.464	29.0	1.26
global route	2790	0.506	29.0	1.16
finish	2790	0.461	29.0	1.27
[final timing paths]
kind	endpoint	slack [ns]	startpoint	cells after the start
max	register	1.27	register	5
min	register	0.46	register	1
max reg2reg	register	1.27	register	5
min reg2reg	register	0.46	register	1
[power by group through the flow]
stage     clock network (mW)  registers, mW  logic [mW]
6_report               0.182          0.317      0.0281
4_1_cts                0.190          0.317      0.0312
5_1_grt                0.206          0.318      0.0364
[worst max-delay path, stage by stage (launching register included)]
cell	delay, ns
dfxtp_1	0.37
ha_1	0.23
nand4_1	0.17
or4_1	0.57
or3_1	0.39
a21oi_1	0.13
